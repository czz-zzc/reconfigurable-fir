===== /design/flow/run.sh =====
#!/bin/bash
# OpenROAD 26Q1-2900-gdf79404cd8, Yosys 0.63+post, stock flow scripts
make -C /OpenROAD-flow-scripts/flow DESIGN_CONFIG=/design/flow/config.mk WORK_HOME=/design/flow/orfs finish

===== /design/flow/design.v =====
`timescale 1ns / 1ps
module fir_cal#(
parameter DATA_IN_WIDTH  = 16,
parameter DATA_OUT_WIDTH = 16+16+5,
parameter COE_WIDTH      = 16,
parameter COE_TAPS       = 20,
parameter COE_SYMMETRY   = 0,
parameter SPEED_FAST     = 1,
parameter COE_ODD        = COE_TAPS % 2,
parameter COE_TAPS_TRUE  = COE_SYMMETRY ? (COE_TAPS + COE_ODD)/2 : COE_TAPS
)(
input                                           clk,
input                                           rst_n,
input            [COE_WIDTH*COE_TAPS_TRUE-1:0]  coe_i,
input                                           data_vld_i,
input            [DATA_IN_WIDTH-1:0]            data_i,
output                                          data_vld_o,
output           [DATA_OUT_WIDTH-1:0]           data_o
    );
localparam PIPE_STEP = 2;  
wire signed [COE_WIDTH-1:0] coe[0:COE_TAPS-1];
integer j;
genvar i;
generate
    for (i=0; i < COE_TAPS_TRUE; i=i+1)
    begin: coe_reg
        assign coe[i] = coe_i[i*COE_WIDTH+:COE_WIDTH];
    end
endgenerate
generate
if (COE_SYMMETRY == 0) begin: unsymmetry_gen
    localparam MULT_WIDTH_US = DATA_IN_WIDTH + COE_WIDTH;
    localparam DELAY = 2 + SPEED_FAST + COE_TAPS;
    reg  signed [DATA_IN_WIDTH-1:0] data_r[0:COE_TAPS*PIPE_STEP-1];
    reg                             data_vld_delay[0:DELAY-1];
    reg  signed [MULT_WIDTH_US-1:0] mult_r[0:COE_TAPS-1];
    reg  signed [DATA_OUT_WIDTH-1:0] mult_add_r[0:COE_TAPS-1];
    always@(posedge clk or negedge rst_n) begin
        if(rst_n == 1'b0)begin
            for(j=0;j<DELAY;j=j+1)begin
                data_vld_delay[j] <= 'h0;
            end
        end else begin
            for(j=1;j<DELAY;j=j+1)begin
                data_vld_delay[j] <= data_vld_delay[j-1];
            end
            data_vld_delay[0] <= data_vld_i;
        end
    end
    always@(posedge clk or negedge rst_n) begin
        if(rst_n == 1'b0)begin
            for(j=0;j<COE_TAPS*PIPE_STEP;j=j+1)begin
                data_r[j]  <= 'h0;
            end
        end else begin
            for(j=1;j<COE_TAPS*PIPE_STEP;j=j+1)begin
                data_r[j]  <= data_r[j-1];
            end
            if(data_vld_i == 1'b1)begin
                data_r[0]  <= data_i;
            end else begin
                data_r[0]  <= 'h0;
            end
        end
    end
    if(SPEED_FAST == 0)begin :speed_low
        always@(*) begin
            for(j=0;j<COE_TAPS;j=j+1)begin
                mult_r[j]  = data_r[PIPE_STEP*(j+1)-1] * coe[j];
            end
        end
    end else begin:speed_high
        always@(posedge clk or negedge rst_n) begin
            if(rst_n == 1'b0)begin
                for(j=0;j<COE_TAPS;j=j+1)begin
                    mult_r[j]  <= 'h0;
                end
            end else begin
                for(j=0;j<COE_TAPS;j=j+1)begin
                    mult_r[j]  <= data_r[PIPE_STEP*(j+1)-1] * coe[j];
                end
            end
        end
    end
    always@(posedge clk or negedge rst_n) begin
        if(rst_n == 1'b0)begin
            for(j=0;j<COE_TAPS;j=j+1)begin
                mult_add_r[j]  <= 'h0;
            end
        end else begin
            mult_add_r[0]  <= mult_r[0];
            for(j=1;j<COE_TAPS-1;j=j+1)begin
                mult_add_r[j]  <= mult_r[j] + mult_add_r[j-1];
            end
            if(data_vld_delay[DELAY-2]==1'b1)begin
                mult_add_r[COE_TAPS-1] <= mult_r[j] + mult_add_r[j-1];
            end else begin
                mult_add_r[COE_TAPS-1] <= 'h0;
            end
        end
    end
    assign data_o = mult_add_r[COE_TAPS-1];
    assign data_vld_o = data_vld_delay[DELAY-1];
end else begin
    localparam MULT_WIDTH_S  = DATA_IN_WIDTH + COE_WIDTH + 1;
    localparam ADD1_NUM      = COE_TAPS_TRUE;
    localparam MULT_NUM      = ADD1_NUM; 
    localparam ADD2_NUM      = MULT_NUM;  
    localparam DELAY = 3 + SPEED_FAST + MULT_NUM;
    reg  signed [DATA_IN_WIDTH-1:0] data_r[0:COE_TAPS];
    reg                             data_vld_delay[0:DELAY-1];
    reg  signed [DATA_IN_WIDTH:0]   add_step1[0:ADD1_NUM-1];
    wire signed [DATA_IN_WIDTH:0]   add_step1_mid;
    reg  signed [MULT_WIDTH_S-1:0]   mult_r[0:MULT_NUM-1];
    reg  signed [DATA_OUT_WIDTH-1:0] add_step2[0:ADD2_NUM-1];  
    always@(posedge clk or negedge rst_n) begin
        if(rst_n == 1'b0)begin
            for(j=0;j<DELAY;j=j+1)begin
                data_vld_delay[j] <= 'h0;
            end
        end else begin
            for(j=1;j<DELAY;j=j+1)begin
                data_vld_delay[j] <= data_vld_delay[j-1];
            end
            data_vld_delay[0] <= data_vld_i;
        end
    end
    always@(posedge clk or negedge rst_n) begin
        if(rst_n == 1'b0)begin
            for(j=0;j<=COE_TAPS;j=j+1)begin
                data_r[j]  <= 'h0;
            end
        end else begin
            for(j=1;j<=COE_TAPS;j=j+1)begin
                data_r[j]  <= data_r[j-1];
            end
            if(data_vld_i == 1'b1)begin
                data_r[0]  <= data_i;
            end else begin
                data_r[0]  <= 'h0;
            end
        end
    end
    if(COE_ODD == 1)begin
        assign add_step1_mid = data_r[PIPE_STEP*ADD1_NUM-1];
    end else begin
        assign add_step1_mid = data_r[PIPE_STEP*ADD1_NUM-1] +  data_r[COE_TAPS];
    end
    always@(posedge clk or negedge rst_n) begin
        if(rst_n == 1'b0)begin
            for(j=0;j<ADD1_NUM;j=j+1)begin
                add_step1[j]  <= 'h0;
            end
        end else begin
            for(j=0;j<ADD1_NUM-1;j=j+1)begin
                add_step1[j]  <= data_r[PIPE_STEP*(j+1)-1] +  data_r[COE_TAPS];
            end
            add_step1[ADD1_NUM-1] <= add_step1_mid;
        end
    end
    if(SPEED_FAST == 0)begin :speed_low
        always@(*) begin
            for(j=0;j<MULT_NUM;j=j+1)begin
                mult_r[j]  = add_step1[j] * coe[j];
            end
        end
    end else begin:speed_high
        always@(posedge clk or negedge rst_n) begin
            if(rst_n == 1'b0)begin
                for(j=0;j<MULT_NUM;j=j+1)begin
                    mult_r[j]  <= 'h0;
                end
            end else begin
                for(j=0;j<MULT_NUM;j=j+1)begin
                    mult_r[j]  <= add_step1[j] * coe[j];
                end
            end
        end
    end
    always@(posedge clk or negedge rst_n) begin
        if(rst_n == 1'b0)begin
            for(j=0;j<ADD2_NUM;j=j+1)begin
                add_step2[j]  <= 'h0;
            end
        end else begin
            add_step2[0]  <= mult_r[0];
            for(j=1;j<ADD2_NUM-1;j=j+1)begin
                add_step2[j]  <= mult_r[j] + add_step2[j-1];
            end
            if(data_vld_delay[DELAY-2]==1'b1)begin
                add_step2[ADD2_NUM-1] <= mult_r[j] + add_step2[j-1];
            end else begin
                add_step2[ADD2_NUM-1] <= 'h0;
            end
        end
    end
    assign data_o = add_step2[ADD2_NUM-1];
    assign data_vld_o = data_vld_delay[DELAY-1];
end
endgenerate
endmodule
`timescale 1ns / 1ps
module fir_coe#(
parameter COE_LOCAL_NUM         = 2,
parameter COE_SEL_WIDTH         = 2, 
parameter COE_WIDTH             = 16,
parameter COE_TAPS              = 3,
parameter COE_SYMMETRY          = 0,
parameter COE_ODD               = COE_TAPS % 2,
parameter COE_TAPS_TRUE         = COE_SYMMETRY ? (COE_TAPS + COE_ODD)/2 : COE_TAPS,
parameter [COE_WIDTH*COE_TAPS*COE_LOCAL_NUM-1:0] COE_FILE = {16'd11,16'd12,16'd13, 
                                                              16'd21,16'd22,16'd33} 
)(
input                                           clk,
input                                           rst_n,
input                                           coe_sel_vld_i,
input            [COE_SEL_WIDTH-1:0]            coe_sel_index_i,
input                                           coe_reload_vld_i,
input            [COE_WIDTH-1:0]                coe_reload_data_i,
output           [COE_WIDTH*COE_TAPS_TRUE-1:0]  coe_o
    );
reg [COE_WIDTH-1:0] coe_local_r [0:COE_TAPS_TRUE-1];
reg [COE_WIDTH-1:0] coe_config_r [0:COE_TAPS_TRUE-1];
reg                 coe_reload_vld_d [0:COE_TAPS_TRUE-1];
integer j;
genvar i;
generate
    for (i=0;i<COE_TAPS_TRUE;i=i+1)begin:local_coe_coe
        always@(posedge clk or negedge rst_n) begin
            if(rst_n == 1'b0)begin
                coe_local_r[i] <= COE_FILE[(((COE_LOCAL_NUM-0)*COE_TAPS-i)*COE_WIDTH-1)-:COE_WIDTH]; 
            end else if(coe_sel_vld_i == 1'b1) begin
                for(j=0;j<COE_LOCAL_NUM;j=j+1)begin
                    if(coe_sel_index_i == j)
                        coe_local_r[i] <= COE_FILE[(((COE_LOCAL_NUM-j)*COE_TAPS-i)*COE_WIDTH-1)-:COE_WIDTH];
                end
                if(coe_sel_index_i == COE_LOCAL_NUM)begin
                    coe_local_r[i] <= coe_config_r[i];
                end
            end
        end
    end
endgenerate
always@(posedge clk or negedge rst_n) begin
    if(rst_n == 1'b0)begin
        for(j=0;j<COE_TAPS_TRUE;j=j+1)begin
            coe_reload_vld_d[j] <= 1'b0;
        end
    end else begin
        for(j=1;j<COE_TAPS_TRUE;j=j+1)begin
            coe_reload_vld_d[j] <= coe_reload_vld_d[j-1];
        end
        coe_reload_vld_d[0] <= coe_reload_vld_i;
    end
end
always@(posedge clk or negedge rst_n) begin
    if(rst_n == 1'b0)begin
        for(j=0;j<COE_TAPS_TRUE;j=j+1)begin
            coe_config_r[j] <= COE_FILE[(((COE_LOCAL_NUM-0)*COE_TAPS-j)*COE_WIDTH-1)-:COE_WIDTH];
        end
    end else begin
        for(j=1;j<COE_TAPS_TRUE;j=j+1)begin
            if(coe_reload_vld_d[j]== 1'b0 && coe_reload_vld_d[j-1] == 1'b1)begin
                coe_config_r[j] <= coe_reload_data_i;
            end
        end
        if(coe_reload_vld_d[0] == 1'b0 && coe_reload_vld_i == 1'b1)begin
            coe_config_r[0] <= coe_reload_data_i;
        end
    end
end
generate
    for (i=0; i < COE_TAPS_TRUE; i=i+1)begin: coe_reg
        assign coe_o[i*COE_WIDTH+:COE_WIDTH] = coe_local_r[i];
    end
endgenerate
endmodule
`timescale 1ns / 1ps
module fir_top #(
parameter SPEED_FAST     = 1,
parameter DATA_IN_WIDTH  = 16,
parameter DATA_OUT_WIDTH = 16+16+2,
parameter COE_WIDTH      = 16,
parameter COE_TAPS       = 3,
parameter COE_SYMMETRY   = 0,
parameter COE_LOCAL_NUM  = 2,
parameter COE_SEL_WIDTH  = 2, 
parameter [COE_WIDTH*COE_TAPS*COE_LOCAL_NUM-1:0] COE_FILE = {16'd11,16'd12,16'd13, 
                                                              16'd21,16'd22,16'd33} 
)(
input                                           clk,
input                                           rst_n,
input                                           coe_sel_vld_i,
input            [COE_SEL_WIDTH-1:0]            coe_sel_index_i,
input                                           coe_reload_vld_i,
input            [COE_WIDTH-1:0]                coe_reload_data_i,
input                                           data_vld_i,
input            [DATA_IN_WIDTH-1:0]            data_i,
output                                          data_vld_o,
output           [DATA_OUT_WIDTH-1:0]           data_o
    );
localparam COE_ODD        = COE_TAPS % 2;
localparam COE_TAPS_TRUE  = COE_SYMMETRY ? (COE_TAPS + COE_ODD)/2 : COE_TAPS;
wire  [COE_WIDTH*COE_TAPS_TRUE-1:0]  coe;
fir_coe#(
.COE_LOCAL_NUM      ( COE_LOCAL_NUM     ),
.COE_SEL_WIDTH      ( COE_SEL_WIDTH     ),
.COE_WIDTH          ( COE_WIDTH         ),
.COE_TAPS           ( COE_TAPS          ),
.COE_SYMMETRY       ( COE_SYMMETRY      ),
.COE_ODD            ( COE_ODD           ),
.COE_TAPS_TRUE      ( COE_TAPS_TRUE     ),
.COE_FILE           ( COE_FILE          )
)fir_coe_inst(
.clk                ( clk               ),
.rst_n              ( rst_n             ),
.coe_sel_vld_i      ( coe_sel_vld_i     ),
.coe_sel_index_i    ( coe_sel_index_i   ),
.coe_reload_vld_i   ( coe_reload_vld_i  ),
.coe_reload_data_i  ( coe_reload_data_i ),
.coe_o              ( coe               )
);
fir_cal#(
.DATA_IN_WIDTH      ( DATA_IN_WIDTH     ),
.DATA_OUT_WIDTH     ( DATA_OUT_WIDTH    ),
.COE_WIDTH          ( COE_WIDTH         ),
.COE_TAPS           ( COE_TAPS          ),
.COE_SYMMETRY       ( COE_SYMMETRY      ),
.SPEED_FAST         ( SPEED_FAST        ),
.COE_ODD            ( COE_ODD           ),
.COE_TAPS_TRUE      ( COE_TAPS_TRUE     )
)fir_cal_inst(
.clk                ( clk               ),
.rst_n              ( rst_n             ),
.coe_i              ( coe               ),
.data_vld_i         ( data_vld_i        ),
.data_i             ( data_i            ),
.data_vld_o         ( data_vld_o        ),
.data_o             ( data_o            )
);
endmodule

===== /design/flow/config.mk =====
export PLATFORM = sky130hd
export DESIGN_NAME = fir_top
export DESIGN_NICKNAME = fir_top
export VERILOG_FILES = /design/flow/design.v
export SDC_FILE = /design/flow/constraint.sdc
export NUM_CORES = 4
export LEC_CHECK = 1
export CORE_UTILIZATION = 40

===== /design/flow/constraint.sdc =====
current_design fir_top

set clk_period 19.9
set clk_io_pct 0.2

create_clock -name clk0 -period $clk_period [get_ports {clk}]

set non_clock_inputs [all_inputs -no_clocks]
set_input_delay [expr $clk_period * $clk_io_pct] -clock clk0 $non_clock_inputs
set_output_delay [expr $clk_period * $clk_io_pct] -clock clk0 [all_outputs]

==> results.yml <==
# physical design summary
run_status:
  status: "finished clean"
detailed_routing:
  routed_wl_um: 105000
  drc_errors: 0
  via_per_inst: 4.92
  dr.pass1.iters: 5
  wl_per_cell_um: 17.8
  drt_iter0_drc: 1209
  postRouteAntennaNets: 0
  via_count: 28900
pwr:
  comb_power_share_pct: 64.6
  p_seq_share_pct: 20.2
  switchingPower_uw: 2900
  power_leakage_uw: 0.0242
  total_power_uw: 6200
  p_clk_share_pct: 15.2
  switching_share_pct: 46.8
  p_per_area_nw_per_um2: 128
  power.internal_uw: 3300
  ir_drop_uv: 100
floorplan:
  io_pins: 74
  fp-utilization_pct: 40.6
  dieWidth_um: 335
  die_h_um: 335
  rows: 121
  chip_area_um2: 112000
  core_area_um2: 109000
logic_synthesis:
  top_area_share_pct: 35.5
  synth_area_um2: 44400
  ys_cells: 4342
  synthCells: 4342
  synth_seq_share_pct: 22.4
  avgSynthCellArea_um2: 10.2
  yosysWarnings: 9
  topCellsByArea: "fa_1 (36%), dfrtp_1 (21%), ha_1 (8.8%), inv_1 (7.5%), and2_1 (5.7%)"
  yosys_area_um2: 44400
  async_flop_share_pct: 100
  synthFlopType: "dfrtp_1"
  edf_count: 0
  numSynthFlops: 396
  synth_cell_types: 85
  yosysTopAreaCell: "fa_1"
sta:
  hold_viol: 0
  slew_headroom_pct: 42.5
  fin_crit_sh_pct: 34.6
  slew_viol_final: 0
  fin_skew_ns: 0.0314
  setup_viol: 0
  fin_ws_ns: 13.02
  worst_pin_slew_ns: 0.863
  setup_tns_ns: 0
  finalCriticalPeriod_ns: 6.88
  fmax_mhz: 145
  rsz0062_at_grt: "no"
place:
  pre_cts_slack_ns: 13.08
  dp.cells: 5789
  place_area_um2: 46700
  port_buffers: 73
  dp_hpwl_um: 83500
  gp_congestion: 0.931
clock_network:
  cts.clk_slew.worst_paths_ns: 0.07
  cts_tree: "built"
  clock-sinks: 396
  ctsLongestPathBuffers: 3
  cts_setup_buffers: 0
  cts-root-buf: "clkbuf_16"
  clock_latency_ns: 0.65
  htree_levels: 2
  cts_hold_buf: 0
  numCtsBuffers: 49
  cts_resized: 0
setup_path:
  crit_top_cell: "fa_1"
  path_cells: "nand2_1, inv_1, fa_1, fa_1, fa_1, fa_1, fa_1, inv_1, fa_1, inv_1, ha_1, a211o_1, a21oi_1, o21ai_1, a2111oi_2, nor3_1, a2111oi_4, a21oi_2, xnor2_1"
  slowest_stage: "fa_1"
  critPathMaxFanout: 17
  critPathBufInv: 3
  crit_type: "register to register"
  critPathMaxStageDelay_ns: 0.90
  worst_setup_path_start_kind: "register"
  cp-end-kind: "register"
  crit_arrival_ns: 7.39
  crit_family: "adder cells"
  cp.required_ns: 20.41
hold_path:
  hold_class: "register to register"
global_routing:
  grt_max_degree: 61
  grt_pass1_vias: 30900
  grt.total_usage_pct: 20.9
  antenna_found_initial: 7
  grt_pass1_wl_um: 170000
  grt-ovfl-total: 0
finish:
  lay_top_count: "inv_1"
  stdcell_count: 5876
  final_cell_mix: "inv_1 (889), fa_1 (788), nand2_1 (420)"
  fin_area_um2: 48400
  area_growth_pct: 9.09
  layout-drive-gt1-share_pct: 4.86
  fillers: 10200
flow_run:
  maxCapViolations: 0
  warnings: 25
[Yosys cell counts, types with 36 or more instances]
cell type    n
inv_1      889
nand2b_1    36
and2_1     406
nand2_1    420
o21ai_0     70
mux2_2      48
dfrtp_1    380
a22o_1      37
clkbuf_1   129
nor2_1     132
xnor2_1    107
xor2_1      41
ha_1       311
fa_1       788
a21o_1      44
a21oi_1    122
[metal layers]
layer / GRT usage (%) / up-vias / wire length, µm
met1: 28.8 / 14700 / 41400
li1: - / 13400 / -
met4: 5.49 / 2 / 3580
met5: 0 / - / 18
met2: 33.3 / 685 / 52000
met3: 6.54 / 134 / 7660
[area by class of cell]
cell class                 count  area (µm²)  area share (%)
inverter                     889        3340            6.89
clock inverter                25         400           0.827
sequential                   396        9930            20.5
multi-input combinational   2918       30600            63.1
tap                         1476        1850            3.81
clock buffer                  61        1320            2.73
timing repair buffer         110        1010            2.09
antenna                        1        2.50         0.00517
[power by group through the flow]
stage | Sequential, µW | Clock, µW | Combinational, µW
final | 1250 | 943 | 4000
after global routing | 1280 | 1010 | 4520
after CTS | 1260 | 974 | 4060
[metrics by stage]
step / hold slack (ns) / util, %
4_1_cts: 0.344 / 44.2
2_1_floorplan: 0.331 / -
3_5_place_dp: 0.335 / 42.7
3_3_place_gp: 0.332 / 42.7
6_report: 0.343 / 44.2
5_1_grt: 0.349 / 44.2
[logic make-up (layout without fill, tap and decap cells)]
family / count (synthesis) / in the layout / share of synthesized area, %
other: 0 / 1 / 0
adder cells (fa/ha/maj): 1099 / 1099 / 44.3
buffers and inverters: 1028 / 1085 / 8.75
AND-OR/OR-AND: 453 / 453 / 7.09
XOR/XNOR: 148 / 148 / 2.92
multiplexers: 53 / 53 / 1.33
AND/OR/NAND/NOR: 1165 / 1165 / 13.2
flip-flops: 396 / 396 / 22.4
[path summary, 6_finish.rpt]
check                                                                    start                                                      end  slack (ns)  cells after the start
hold reg to reg             fir_cal_inst.unsymmetry_gen.mult_r[0][6]$_DFF_PN0_   fir_cal_inst.unsymmetry_gen.mult_add_r[0][6]$_DFF_PN0_        0.34                      0
max in group asynchronous                                                rst_n  fir_cal_inst.unsymmetry_gen.mult_add_r[2][12]$_DFF_PN0_       14.21                      4
setup / recovery           fir_cal_inst.unsymmetry_gen.data_r[3][15]$_DFF_PN0_      fir_cal_inst.unsymmetry_gen.mult_r[1][31]$_DFF_PN0_       13.02                     19
setup reg to reg           fir_cal_inst.unsymmetry_gen.data_r[3][15]$_DFF_PN0_      fir_cal_inst.unsymmetry_gen.mult_r[1][31]$_DFF_PN0_       13.02                     19
min in group asynchronous                                                rst_n      fir_cal_inst.unsymmetry_gen.data_r[0][15]$_DFF_PN0_        3.23                      1
hold / removal              fir_cal_inst.unsymmetry_gen.mult_r[0][6]$_DFF_PN0_   fir_cal_inst.unsymmetry_gen.mult_add_r[0][6]$_DFF_PN0_        0.34                      0
[state kept, by name (all words and copies together) (netlist names)]
name / count
fir_cal_inst.unsymmetry_gen.data_vld_delay: 6
fir_cal_inst.unsymmetry_gen.mult_add_r: 99
fir_cal_inst.unsymmetry_gen.data_r: 96
fir_coe_inst.coe_reload_vld_d: 3
fir_cal_inst.unsymmetry_gen.mult_r: 96
fir_coe_inst.coe_local_r: 48
fir_coe_inst.coe_config_r: 48
Power is estimated from default activity; no workload was simulated.
